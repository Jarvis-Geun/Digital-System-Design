File: design/flow/constraint.sdc
current_design clk_div

set clk_period 5.1
set clk_io_pct 0.2

create_clock -name clk0 -period $clk_period [get_ports {clk_25M}]

set non_clock_inputs [all_inputs -no_clocks]
set_input_delay [expr $clk_period * $clk_io_pct] -clock clk0 $non_clock_inputs
set_output_delay [expr $clk_period * $clk_io_pct] -clock clk0 [all_outputs]
File: design/flow/config.mk
export PLATFORM = sky130hd
export DESIGN_NAME = clk_div
export DESIGN_NICKNAME = clk_div
export VERILOG_FILES = /design/flow/design.v
export SDC_FILE = /design/flow/constraint.sdc
export NUM_CORES = 4
export LEC_CHECK = 1
export CORE_UTILIZATION = 50
File: design/flow/design.v
module clk_div(
    input clk_25M, reset,
    output reg clk_12_5M, clk_100k, clk_10k, clk_1k, clk_1s, clk_h, clk_step, clk_led, clk_500
);
reg [7:0] c1 = 0;
reg [11:0] c2 = 0;
reg [14:0] c3 = 0;
reg [24:0] c4 = 0;
reg [17:0] c5 = 0;
reg [16:0] c6 = 0;
reg [23:0] c7 = 0;
reg [14:0] c8 = 0;
always @(posedge clk_25M or negedge reset) begin
       if(reset == 1'b0)
          begin
               c1 <= 0;
               c2 <= 0;
               c3 <= 0;
               c4 <= 0;
               c5 <= 0;
               c6 <= 0;
			   c8 <= 0;
          end
        else begin
                   clk_12_5M <= ~clk_12_5M;
             if(c1 >= 8'd124)
                begin
                    clk_100k <= ~clk_100k;
                    c1 <= 0;
             end
             else c1 <= c1 + 1'b1;
             if(c2 >= 12'd1249)
                begin
                    clk_10k <= ~clk_10k;
                    c2 <= 0;
             end
             else c2 <= c2 + 1'b1;
             if(c3 >= 15'd12499)
                begin
                    clk_1k <= ~clk_1k;
                    c3 <= 0;
             end
             else c3 <= c3 + 1'b1;
             if(c8 >= 15'd24999)
                begin
                    clk_500 <= ~clk_500;
                    c8 <= 0;
             end
             else c8 <= c8 + 1'b1;
             if(c4 >= 25'd12499999)
                begin
                    clk_1s <= ~clk_1s;
                    c4 <= 0;
             end
             else c4 <= c4 + 1'b1;
             if(c5 >= 18'd124999)
                begin
                    clk_h <= ~clk_h;
                    c5 <= 0;
             end
             else c5 <= c5 + 1'b1;
             if(c6 >= 17'd62499)
                begin
                    clk_step <= ~clk_step;
                    c6 <= 0;
             end
             else c6 <= c6 + 1'b1;
             if(c7 >= 24'd6249999)
                begin
                    clk_led <= ~clk_led;
                    c7 <= 0;
             end
             else c7 <= c7 + 1'b1;
       end
    end
endmodule
File: design/flow/run.sh
#!/bin/bash
# OpenROAD 26Q1-2900-gdf79404cd8, Yosys 0.63+post, stock flow scripts
make -C /OpenROAD-flow-scripts/flow DESIGN_CONFIG=/design/flow/config.mk WORK_HOME=/design/flow/orfs finish
==> Changelog: implementation <==
## Flow update

- Max cap viols: 0
- Iter 0 DRT Violations: 266
- Top_reg_cell synth: dfrtp_1
- Hold wc startpoint: c1[7]
- Leakage: 3.334 nW
- R2R Path End: clk_led
- Layout area overhead: 14.54%
- Yosys cell count: 653
- Met1 usage: 28.02%
- Synth top cell by count: nor2_1
- Slew headroom: 41.29%
- Synthesis area per yosys: 6745 µm²
- CP endpoint kind: register
- EDFF count, synth: 33
- Shortest period the worst path allows: 2350 ps
- Overall power: 2.668 mW
- # diodes: 0
- Row count: 42
- GR Util All Layers: 17.29%
- Post-synth seq share: 55.50%
- Int Power: 2.110 mW
- Sw Share: 20.92%
- Drt pass-1 iters: 6
- Root Buffer: clkbuf_16
- Pre-CTS setup slack: 2644 ps
- DRT Wirelength: 10610 µm
- Late-Pin Clk Latency: 400 ps
- Critical R2R Launch: c7[0]
- Syn Std Cell Area: 6745 µm²
- Max Slew Vio Count: 0
- Crit path kind: register to register
- Cycle use final: 46.09%
- Synthesized instance count: 653
- Largest net degree at the start of global routing: 93
- CTS sink count: 143
- Max Clock Skew: 4.125 ps
- Die Y-Extent: 118.2 µm
- Core region area: 13190 µm²
- Slew @ Worst Pin: 872.6 ps
- Worst Hold Endpoint: c1[6]
- Clk pin slew, worst setup/hold paths: 60 ps
- Comb pwr share: 4.4%
- Worst Setup Slack, final: 2750 ps
- Mean Syn Cell Area: 10.33 µm²
- GR peak layer: met1
- Log Warnings: 29
- RSZ-0062 raised after global routing: false
- H-tree levels: 4
- Routability cong.: 0.7927
- Vias in the first global route: 4309
- Hold path depth: 1
- Port Buffers: 10
- Top cells, area: dfrtp_1, edfxtp_1, xor2_1
- Num CTS Buffers: 17
- DRC: 0
- Routing usage on met2: 26.07%
- Setup tns final: 0 ps
- Crit path required time: 5220 ps
- # Post-CTS Setup Buffers: 0
- Cell taking the most area after synthesis: dfrtp_1
- # fillers: 1058
- Part of the power in registers: 47.1%
- Synth async-reset ratio: 76.92%
- First-pass GRT wire length: 19060 µm
- Hold WC Path Type: register to register
- Hold bufs inserted after CTS: 0
- R2R Setup Slk: 2750 ps
- Status: finished clean
- Crit Path Max Fanout: 22
- Initial antenna violation count: 0
- Fin Hold WS: 432.6 ps
- Number of routed nets with antenna violations: 0
- Final Util: 58.58%
- Total gr overflow: 0
- Via density: 5.178
- F_max: 0.4255 GHz
- Synth warn: 1
- Met3 Use GR: 4.429%
- Synthesized registers: 143
- FP Core Util: 51.14%
- # IOs: 11
- Share of cells above drive strength 1: 6.178%
- Net Sw Power: 0.5582 mW
- Cts repair resizes: 0
- Crit path launch type: register
- DP Wirelength: 6570 µm
- Clock tree from TritonCTS: yes
- Final hold violations: 0
- Setup-failing EPs final: 0
- Die Width: 118.2 µm
- Avg WL per Cell: 12.17 µm
- PD cells: 345.4 nW/µm²
- Critical Path AT: 2470 ps
- R2R depth: 6
- Top cells by count, synth: nor2_1, dfrtp_1, xor2_1
- Via count: 4515
- Worst vdd ir: 246.9 µV
- Maximum clock path buffer count: 2
- Cell Type Count: 45
- Dominant cell area share: 40.81%
- Die area: 13960 µm²
- Clock power share: 48.5%
## state kept, by name, indices dropped and copies added, names as in the netlist
name and count:
clk_500 1, c3 15, clk_100k 1, c8 15
clk_1k 1, clk_h 1, clk_led 1, c7 24
clk_step 1, c4 25, clk_12_5M 1, clk_1s 1
c2 12, c1 8, c5 18, c6 17
clk_10k 1
## power groups by stage
stage	logic [mW]	registers (mW)	clock network, mW
6_report	0.117	1.26	1.30
5_1_grt	0.136	1.26	1.38
4_1_cts	0.121	1.26	1.32
## cells by family (layout without fill, tap and decap cells)
family          Yosys count  after routing  share of synthesized area, %
compound gates           33             33                         3.246
xor+xnor                104            104                         13.50
fa+ha+maj                11             11                         2.040
buf+inv                  36             73                         2.115
flops                   143            143                         55.50
mux                       1              1                        0.1484
other cells               1              7                       0.05559
simple gates            324            324                         23.39
## cell type report
class	count	area [µm²]	share of cell area (%)
Clock buffer	24	511.7	6.623
Clock inverter	8	123.9	1.603
Inverter	27	101.3	1.312
Multi-Input combinational cell	480	2882	37.30
Sequential cell	143	3744	48.45
Tap cell	176	220.2	2.850
Timing Repair Buffer	14	143.9	1.862
## routing by layer
| layer | up-vias | part of all wire (%) |
|---|---|---|
| met4 | 0 | 1.0 |
| met3 | 7 | 3.2 |
| met5 | - | 0 |
| met1 | 2180 | 49 |
| li1 | 2281 | - |
| met2 | 47 | 46 |
## layout by cell type, fill, tap and decap left out, types with 10 or more instances in the layout
| cell type | n |
|---|---|
| nor2_1 | 144 |
| dfrtp_1 | 110 |
| xor2_1 | 62 |
| nand3_1 | 52 |
| xnor2_1 | 42 |
| nand2_1 | 34 |
| edfxtp_1 | 33 |
| inv_1 | 27 |
| nand4_1 | 20 |
| and3_1 | 18 |
| clkbuf_16 | 17 |
| and2_1 | 11 |
| ha_1 | 11 |
| nor3_1 | 10 |
## through the flow
stage / area, µm² / cells
after floorplan: 6768 / 659
after global placement: 7091 / 840
after detailed placement: 7091 / 840
after CTS: 7726 / 872
after global routing: 7726 / 872
final: 7726 / 872
## worst max-delay path by stage
stage,from,endpoint,slack (ps),cells after the start
after CTS,c7[0],clk_led,2720,6
after global routing,c7[0],clk_led,2490,6
final,c7[0],clk_led,2750,6
## worst max-delay path, cell delays in order (launching register included)
cell,delay (ps)
edfxtp_1,400
ha_1,240
nand3_1,130
nand4_1,130
nor4b_1,320
a211o_1,620
and2_1,230
Power and IR drop assume default switching activity.
