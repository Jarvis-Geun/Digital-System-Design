## flow/run.sh

```bash
#!/bin/bash
# OpenROAD 26Q1-2900-gdf79404cd8, Yosys 0.63+post, stock flow scripts
make -C /OpenROAD-flow-scripts/flow DESIGN_CONFIG=/design/flow/config.mk WORK_HOME=/design/flow/orfs finish
```

## flow/config.mk

```make
export PLATFORM = sky130hd
export DESIGN_NAME = piezo
export DESIGN_NICKNAME = piezo
export VERILOG_FILES = /design/flow/design.v
export SDC_FILE = /design/flow/constraint.sdc
export NUM_CORES = 4
export LEC_CHECK = 1
export CORE_AREA = 10 10 83 83
export DIE_AREA = 0 0 93 93
```

## flow/constraint.sdc

```tcl
current_design piezo

set clk_period 2.7
set clk_io_pct 0.2

create_clock -name clk0 -period $clk_period [get_ports {clk}]

set non_clock_inputs [all_inputs -no_clocks]
set_input_delay [expr $clk_period * $clk_io_pct] -clock clk0 $non_clock_inputs
set_output_delay [expr $clk_period * $clk_io_pct] -clock clk0 [all_outputs]
```

## flow/design.v

```verilog
module piezo(
    input clk, reset,
    input [11:0] sw2,
    output reg W1_piezo
);
 reg [8:0] cnt1;
 wire [8:0] cnt;
 assign cnt = (sw2 == 12'b000_000_000_001)? 191:  
	(sw2 == 12'b000_000_000_010)? 171:  
              (sw2 == 12'b000_000_000_100)? 152:  
              (sw2 == 12'b000_000_001_000)? 143:  
              (sw2 == 12'b000_000_010_000)? 128:  
              (sw2 == 12'b000_000_100_000)? 114:  
              (sw2 == 12'b000_001_000_000)? 101:  
              (sw2 == 12'b000_010_000_000)? 96:  
              (sw2 == 12'b000_100_000_000)? 85:  
              (sw2 == 12'b001_000_000_000)? 76:  
              (sw2 == 12'b010_000_000_000)? 72:  
              (sw2 == 12'b100_000_000_000)? 64:0;  
always@(posedge clk or negedge reset) begin
	if(reset == 1'b0) begin
		cnt1 <= 0;
		W1_piezo <= 0;
	end
	else begin
		if(cnt1 >= cnt) begin
		W1_piezo <= ~W1_piezo;
                	cnt1 <= 0;
             end
             else cnt1 <= cnt1 + 1;
        	end
end
endmodule
```

==> results.json <==
{
  "outcome": "finished, final reports clean",
  "grt_start_max_net_pins": 11,
  "grt_pass1_wl_um": 4000,
  "via_per_inst": 4.23,
  "synth_cells": 117,
  "final_core_util_pct": 29.0,
  "crit_path_max_incr_delay_ns": 0.55,
  "port-buffer-count": 14,
  "edf_count": 0,
  "post_drt_wl_per_cell_um": 10.3,
  "gr-total-overflow": 0,
  "cts_sinks": 10,
  "drt_iter0_markers": 90,
  "crit_chain": "buf_6 > or4_4 > nor3b_4 > nor3b_4 > a31oi_2 > ha_1 > nand3_2 > o211a_1 > o31ai_4 > buf_6 > xor2_1",
  "die_area_mm2": 0.00865,
  "grt_pass1_vias": 890,
  "endpoint_kind": "flop",
  "ys_seq_share_pct": 24.4,
  "fin_crit_ns": 2.61,
  "final_antenna_net_count": 0,
  "worstSkewPairLatency_ns": 0.23,
  "max_freq_mhz": 382,
  "tightest_slew_ns": 0.429,
  "layout-drive-gt1-share_pct": 31.4,
  "synthArstFlopShare_pct": 100,
  "antenna_found_initial": 0,
  "ys_top_cells_by_count": "16 x nor2_1, 10 x dfrtp_1, 9 x ha_1, 9 x o21ai_0",
  "num_antenna_cells": 0,
  "drc_errors": 0,
  "core_mm2": 0.00514,
  "warning_count": 27,
  "ys.warnings.count": 1,
  "die_height_um": 93,
  "clockBufferDepth": 2,
  "setup_slack_ns": 0.0853,
  "area_leaders": "dfrtp_1 24%, ha_1 11%, xnor2_1 6.8%",
  "postSynthAreaPerCell_um2": 8.76,
  "top_area_cell": "dfrtp_1",
  "clkTransAtPathRegs_ns": 0.05,
  "track_usage_pct": 5.36,
  "skew_ns": 0.00446,
  "total_power_mw": 0.453,
  "synth_top_area_share_pct": 24.4,
  "cp_data_required_time_ns": 2.86,
  "dp_hpwl_um": 1830,
  "maxCapViolCount": 0,
  "path_class": "input port to flop",
  "drt_pass1_iterations": 4,
  "ctsHoldBuffers": 0,
  "dp_slack_ns": -0.522,
  "max-vdd-ir-drop_mv": 0.250,
  "numCtsBuffers": 3,
  "crit_arrival_ns": 2.77,
  "top_cell": "nor2_1",
  "fp_util_pct": 19.9,
  "ys.flops": 10,
  "area_delta_synth_final_pct": 45.7,
  "synth_top_flop_cell": "dfrtp_1",
  "max_slew_margin_pct": 71.3,
  "cts-root-buf": "clkbuf_8",
  "syn_area_mm2": 0.00102,
  "via_count": 956,
  "core.rowCount": 26,
  "cp-start-kind": "input port",
  "io_pins": 15,
  "critical-path-slowest-cell": "or4_4",
  "powerDensity_mw_per_mm2": 304,
  "ys_area_mm2": 0.00102,
  "synth.distinct_cells": 35,
  "finalHoldViolations": 0,
  "die-width_um": 93,
  "ctsHtreeMaxLevel": 1,
  "cp_max_fo": 5,
  "timing.final.crit_share_pct": 96.8,
  "wl_um": 2330,
  "setup_viol": 0,
  "rsz0062_at_grt": "true",
  "cts_tree": "built",
  "hold_class": "flop to flop",
  "routabilityCongestion": 0.849,
  "ys_cells": 117,
  "maxSlewViolCount": 0,
  "p_leak_nw": 0.628
}
-- kinds of logic (layout without fill, tap and decap cells) --
family,count (synthesis),in the layout,synth area share [%]
xor gates and xnor gates,16,16,13.7
adders and majority gates,9,9,11.0
DFF,10,10,24.4
AOI/OAI and AO/OA,26,26,15.9
and+or+nand+nor,46,46,25.3
buffers and inverters,10,49,9.77
-- flip-flops by register name (all words and copies together), names as in the netlist --
name	count
W1_piezo	1
cnt1	9
-- power by group --
| part | leakage, nW | internal (mW) | switching (mW) |
|---|---|---|---|
| Combinational | 0.463 | 0.0630 | 0.0470 |
| Clock | 0.0288 | 0.128 | 0.0526 |
| Sequential | 0.137 | 0.158 | 0.00538 |
| Total | 0.628 | 0.348 | 0.105 |
-- layout by cell type (no fill, tap or decap), types with 3 or more instances in the layout --
cell type        count
buf_4               26
nor2_1              16
dfrtp_1             10
o21ai_0              9
ha_1                 9
xnor2_1              8
xor2_1               7
nand2_1              6
a21oi_1              5
dlygate4sd2_1        5
nand3_1              4
clkbuf_8             4
buf_6                4
inv_1                3
a31oi_1              3
clkdlybuf4s50_1      3
-- worst max-delay path, delay by kind of cell --
kind | cells | cell delay, ns
buffers and inverters | 2 | 0.24
AND/OR/NAND/NOR | 4 | 1.13
AND-OR/OR-AND | 3 | 0.39
adder cells (fa/ha/maj) | 1 | 0.32
XOR/XNOR | 1 | 0.13
-- what timing repair did --
item,in CTS,in global routing
hold endpoints to repair,0,0
resized,31,8
setup endpoints to repair,10,10
cloned,1,0
pin swaps,12,8
setup buffers,5,1
-- routing by layer --
metal | up-vias | global-route usage, % | wire, µm | part of all wire [%]
li1 | 499 | - | - | -
met1 | 439 | 7.45 | 1140 | 49
met5 | - | 0 | 0 | 0
met3 | 2 | 0.889 | 80 | 3.4
met4 | 0 | 0.643 | 27 | 1.2
met2 | 16 | 8.76 | 1080 | 46
-- worst paths after layout --
kind,start,endpoint,slack [ns],cells after the start
worst max-delay path,sw2[0],W1_piezo,0.09,11
worst min-delay path,W1_piezo,W1_piezo,0.47,1
worst max register to register,cnt1[7],W1_piezo,1.05,6
worst min register to register,W1_piezo,W1_piezo,0.47,1
max in group asynchronous,reset,cnt1[1],1.78,1
min in group asynchronous,reset,W1_piezo,0.62,1
-- through the flow --
stage	hold WS [ns]	instances	cell area [µm²]	setup TNS, ns
floorplan	0.244	117	1040	0
global placement	0.465	217	1350	-4.40
detailed placement	0.459	217	1350	-4.83
CTS	0.476	227	1500	-0.0202
global route	0.492	226	1490	-0.0356
finish	0.472	226	1490	0
-- final cells by class --
type / count / area, µm²
Inverter: 3 / 11.3
Tap cell: 70 / 87.6
Multi-Input combinational cell: 97 / 744
Sequential cell: 10 / 250
Clock buffer: 4 / 55.1
Timing Repair Buffer: 42 / 344
Fill cell: 555 / 3650
No activity file was given, so power comes from the tool's default toggle rates.
